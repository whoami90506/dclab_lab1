File: /design/flow/design.v
module Top(
	input i_clk,
	input i_rst,
	input i_start,
	input [31:0] i_init,
	output [3:0] o_random_out,
	output o_idle
);
	parameter IDLE = 2'b00;
	parameter RUN_1 = 2'b01;
	parameter RUN_2 = 2'b10;
	parameter RUN_3 = 2'b11;
	logic [1:0]state, next_state;
	logic [29:0]count, next_count;
	logic [3:0] num;
	logic [3:0] show_num, n_show_num;
	logic [31:0] random, n_random;
	assign o_random_out = show_num;
	assign o_idle = (state == IDLE);
	always_comb begin
		case(state)
			IDLE: begin
				if(i_start == 0) next_state = IDLE;
				else next_state = RUN_1; 
				next_count = 30'b0;
				n_show_num = show_num;
			end
			RUN_1: begin
				if(count == 30'd1_0000_0000)begin
					next_state = RUN_2;
					next_count = count + 1'b1;
				end
				else if(i_start == 1)begin
					next_state = RUN_1;
					next_count = 0;
				end
				else begin
					next_state = RUN_1;
					next_count = count + 1'b1;
				end
				if(count == 30'd500_0000) n_show_num = num;
				else if(count == 30'd1000_0000) n_show_num = num;
				else if(count == 30'd1500_0000) n_show_num = num;
				else if(count == 30'd2000_0000) n_show_num = num;
				else if(count == 30'd2500_0000) n_show_num = num;
				else if(count == 30'd3000_0000) n_show_num = num;
				else if(count == 30'd3500_0000) n_show_num = num;
				else if(count == 30'd4000_0000) n_show_num = num;
				else if(count == 30'd4500_0000) n_show_num = num;
				else if(count == 30'd5000_0000) n_show_num = num;
				else if(count == 30'd5500_0000) n_show_num = num;
				else if(count == 30'd6000_0000) n_show_num = num;
				else if(count == 30'd6500_0000) n_show_num = num;
				else if(count == 30'd7000_0000) n_show_num = num;
				else if(count == 30'd7500_0000) n_show_num = num;
				else if(count == 30'd8000_0000) n_show_num = num;
				else if(count == 30'd8500_0000) n_show_num = num;
				else if(count == 30'd9000_0000) n_show_num = num;
				else if(count == 30'd9500_0000) n_show_num = num;
				else if(count == 30'd1_0000_0000) n_show_num = num;
				else n_show_num = show_num;
			end
			RUN_2: begin
				if(count == 30'd2_0000_0000)begin
					next_state = RUN_3;
					next_count = count + 1'b1;
				end
				else if(i_start == 1)begin
					next_state = RUN_1;
					next_count = 0;
				end
				else begin 
					next_state = RUN_2;
					next_count = count + 1'b1;
				end
				if(count == 30'd1_1000_0000) n_show_num = num;
				else if(count == 30'd1_2000_0000) n_show_num = num;
				else if(count == 30'd1_3000_0000) n_show_num = num;
				else if(count == 30'd1_4000_0000) n_show_num = num;
				else if(count == 30'd1_5000_0000) n_show_num = num;
				else if(count == 30'd1_6000_0000) n_show_num = num;
				else if(count == 30'd1_7000_0000) n_show_num = num;
				else if(count == 30'd1_8000_0000) n_show_num = num;
				else if(count == 30'd1_9000_0000) n_show_num = num;
				else if(count == 30'd2_0000_0000) n_show_num = num;
				else n_show_num = show_num;
			end
			RUN_3: begin
				if(count == 30'd3_0000_0000)begin
					next_state = IDLE;
					next_count = count + 1'b1;
				end
				else if(i_start == 1)begin
					next_state = RUN_1;
					next_count = 0;
				end
				else begin 
					next_state = RUN_3;
					next_count = count + 1'b1;		
				end
				if(count == 30'd2_2500_0000) n_show_num = num;	
				else if(count == 30'd2_5000_0000) n_show_num = num;
				else if(count == 30'd2_7500_0000) n_show_num = num;
				else if(count == 30'd3_0000_0000) n_show_num = num;
				else n_show_num = show_num;	
			end
		endcase
	end
	assign n_random = random*16807 % 2147483647;
	assign num = random[27:24];
	always_ff@(posedge i_clk or negedge i_rst) begin
		if(~i_rst)begin
			state <= IDLE;
			count <= 30'd0;
			show_num <= 4'd0;
			random <= i_init;
		end
		else begin
			state <= next_state;
			count <= next_count;
			show_num <= n_show_num;
			random <= n_random;
		end
	end
endmodule
module SevenHexDecoder(
	input [3:0] i_hex,
	output logic [6:0] o_seven_ten,
	output logic [6:0] o_seven_one
);
	parameter D0 = 7'b1000000;
	parameter D1 = 7'b1111001;
	parameter D2 = 7'b0100100;
	parameter D3 = 7'b0110000;
	parameter D4 = 7'b0011001;
	parameter D5 = 7'b0010010;
	parameter D6 = 7'b0000010;
	parameter D7 = 7'b1011000;
	parameter D8 = 7'b0000000;
	parameter D9 = 7'b0010000;
	always_comb begin
		case(i_hex)
			4'h0: begin o_seven_ten = D0; o_seven_one = D0; end
			4'h1: begin o_seven_ten = D0; o_seven_one = D1; end
			4'h2: begin o_seven_ten = D0; o_seven_one = D2; end
			4'h3: begin o_seven_ten = D0; o_seven_one = D3; end
			4'h4: begin o_seven_ten = D0; o_seven_one = D4; end
			4'h5: begin o_seven_ten = D0; o_seven_one = D5; end
			4'h6: begin o_seven_ten = D0; o_seven_one = D6; end
			4'h7: begin o_seven_ten = D0; o_seven_one = D7; end
			4'h8: begin o_seven_ten = D0; o_seven_one = D8; end
			4'h9: begin o_seven_ten = D0; o_seven_one = D9; end
			4'ha: begin o_seven_ten = D1; o_seven_one = D0; end
			4'hb: begin o_seven_ten = D1; o_seven_one = D1; end
			4'hc: begin o_seven_ten = D1; o_seven_one = D2; end
			4'hd: begin o_seven_ten = D1; o_seven_one = D3; end
			4'he: begin o_seven_ten = D1; o_seven_one = D4; end
			4'hf: begin o_seven_ten = D1; o_seven_one = D5; end
		endcase
	end
endmodule
module Debounce(
	input i_in,
	input i_clk,
	input i_rst,
	output o_debounced,
	output o_neg,
	output o_pos
);
	parameter CNT_N = 7;
	localparam CNT_BIT = $clog2(CNT_N+1);
	logic o_debounced_r, o_debounced_w;
	logic [CNT_BIT-1:0] counter_r, counter_w;
	logic neg_r, neg_w, pos_r, pos_w;
	assign o_debounced = o_debounced_r;
	assign o_pos = pos_r;
	assign o_neg = neg_r;
	always_comb begin
		if (i_in != o_debounced_r) begin
			counter_w = counter_r - 1;
		end else begin
			counter_w = CNT_N;
		end
		if (counter_r == 0) begin
			o_debounced_w = ~o_debounced_r;
		end else begin
			o_debounced_w = o_debounced_r;
		end
		pos_w = ~o_debounced_r &  o_debounced_w;
		neg_w =  o_debounced_r & ~o_debounced_w;
	end
	always_ff @(posedge i_clk or negedge i_rst) begin
		if (!i_rst) begin
			o_debounced_r <= '0;
			counter_r <= '0;
			neg_r <= '0;
			pos_r <= '0;
		end else begin
			o_debounced_r <= o_debounced_w;
			counter_r <= counter_w;
			neg_r <= neg_w;
			pos_r <= pos_w;
		end
	end
endmodule
module DE2_115(
	input CLOCK_50,
	input CLOCK2_50,
	input CLOCK3_50,
	input ENETCLK_25,
	input SMA_CLKIN,
	output SMA_CLKOUT,
	output [8:0] LEDG,
	output [17:0] LEDR,
	input [3:0] KEY,
	input [17:0] SW,
	output [6:0] HEX0,
	output [6:0] HEX1,
	output [6:0] HEX2,
	output [6:0] HEX3,
	output [6:0] HEX4,
	output [6:0] HEX5,
	output [6:0] HEX6,
	output [6:0] HEX7,
	output LCD_BLON,
	inout [7:0] LCD_DATA,
	output LCD_EN,
	output LCD_ON,
	output LCD_RS,
	output LCD_RW,
	output UART_CTS,
	input UART_RTS,
	input UART_RXD,
	output UART_TXD,
	inout PS2_CLK,
	inout PS2_DAT,
	inout PS2_CLK2,
	inout PS2_DAT2,
	output SD_CLK,
	inout SD_CMD,
	inout [3:0] SD_DAT,
	input SD_WP_N,
	output [7:0] VGA_B,
	output VGA_BLANK_N,
	output VGA_CLK,
	output [7:0] VGA_G,
	output VGA_HS,
	output [7:0] VGA_R,
	output VGA_SYNC_N,
	output VGA_VS,
	input AUD_ADCDAT,
	inout AUD_ADCLRCK,
	inout AUD_BCLK,
	output AUD_DACDAT,
	inout AUD_DACLRCK,
	output AUD_XCK,
	output EEP_I2C_SCLK,
	inout EEP_I2C_SDAT,
	output I2C_SCLK,
	inout I2C_SDAT,
	output ENET0_GTX_CLK,
	input ENET0_INT_N,
	output ENET0_MDC,
	input ENET0_MDIO,
	output ENET0_RST_N,
	input ENET0_RX_CLK,
	input ENET0_RX_COL,
	input ENET0_RX_CRS,
	input [3:0] ENET0_RX_DATA,
	input ENET0_RX_DV,
	input ENET0_RX_ER,
	input ENET0_TX_CLK,
	output [3:0] ENET0_TX_DATA,
	output ENET0_TX_EN,
	output ENET0_TX_ER,
	input ENET0_LINK100,
	output ENET1_GTX_CLK,
	input ENET1_INT_N,
	output ENET1_MDC,
	input ENET1_MDIO,
	output ENET1_RST_N,
	input ENET1_RX_CLK,
	input ENET1_RX_COL,
	input ENET1_RX_CRS,
	input [3:0] ENET1_RX_DATA,
	input ENET1_RX_DV,
	input ENET1_RX_ER,
	input ENET1_TX_CLK,
	output [3:0] ENET1_TX_DATA,
	output ENET1_TX_EN,
	output ENET1_TX_ER,
	input ENET1_LINK100,
	input TD_CLK27,
	input [7:0] TD_DATA,
	input TD_HS,
	output TD_RESET_N,
	input TD_VS,
	inout [15:0] OTG_DATA,
	output [1:0] OTG_ADDR,
	output OTG_CS_N,
	output OTG_WR_N,
	output OTG_RD_N,
	input OTG_INT,
	output OTG_RST_N,
	input IRDA_RXD,
	output [12:0] DRAM_ADDR,
	output [1:0] DRAM_BA,
	output DRAM_CAS_N,
	output DRAM_CKE,
	output DRAM_CLK,
	output DRAM_CS_N,
	inout [31:0] DRAM_DQ,
	output [3:0] DRAM_DQM,
	output DRAM_RAS_N,
	output DRAM_WE_N,
	output [19:0] SRAM_ADDR,
	output SRAM_CE_N,
	inout [15:0] SRAM_DQ,
	output SRAM_LB_N,
	output SRAM_OE_N,
	output SRAM_UB_N,
	output SRAM_WE_N,
	output [22:0] FL_ADDR,
	output FL_CE_N,
	inout [7:0] FL_DQ,
	output FL_OE_N,
	output FL_RST_N,
	input FL_RY,
	output FL_WE_N,
	output FL_WP_N,
	inout [35:0] GPIO,
	input HSMC_CLKIN_P1,
	input HSMC_CLKIN_P2,
	input HSMC_CLKIN0,
	output HSMC_CLKOUT_P1,
	output HSMC_CLKOUT_P2,
	output HSMC_CLKOUT0,
	inout [3:0] HSMC_D,
	input [16:0] HSMC_RX_D_P,
	output [16:0] HSMC_TX_D_P,
	inout [6:0] EX_IO
);
	logic keydown, keydown2, allkeydown;
	logic [3:0] seven_value [3:0];
	logic [3:0] n_seven_value [3:0];
	logic [3:0] random_value [3:0];
	logic top_idle [3:0];
	assign allkeydown = keydown | keydown2;
	Debounce deb0(
		.i_in(KEY[0]),
		.i_rst(KEY[1]),
		.i_clk(CLOCK_50),
		.o_neg(keydown)
	);
	Debounce deb2(
		.i_in(KEY[2]),
		.i_rst(KEY[1]),
		.i_clk(CLOCK_50),
		.o_neg(keydown2)
	);
	Top top0(
		.i_clk(CLOCK_50),
		.i_rst(KEY[1]),
		.i_start(allkeydown),
		.i_init(32'd1),
		.o_random_out(random_value[0]),
		.o_idle(top_idle[0])
	);
	SevenHexDecoder seven_dec0(
		.i_hex(seven_value[0]),
		.o_seven_ten(HEX1),
		.o_seven_one(HEX0)
	);
	Top top1(
		.i_clk(CLOCK_50),
		.i_rst(KEY[1]),
		.i_start(keydown2),
		.i_init(32'd806449),
		.o_random_out(random_value[1]),
		.o_idle(top_idle[1])
	);
	SevenHexDecoder seven_dec1(
		.i_hex(seven_value[1]),
		.o_seven_ten(HEX3),
		.o_seven_one(HEX2)
	);
	Top top2(
		.i_clk(CLOCK_50),
		.i_rst(KEY[1]),
		.i_start(keydown2),
		.i_init(32'd123456789),
		.o_random_out(random_value[2]),
		.o_idle(top_idle[2])
	);
	SevenHexDecoder seven_dec2(
		.i_hex(seven_value[2]),
		.o_seven_ten(HEX5),
		.o_seven_one(HEX4)
	);
	Top top3(
		.i_clk(CLOCK_50),
		.i_rst(KEY[1]),
		.i_start(keydown2),
		.i_init(32'd9487948),
		.o_random_out(random_value[3]),
		.o_idle(top_idle[3])
	);
	SevenHexDecoder seven_dec3(
		.i_hex(seven_value[3]),
		.o_seven_ten(HEX7),
		.o_seven_one(HEX6)
	);
	always_ff @(posedge CLOCK_50 or negedge KEY[1]) begin
		if(~KEY[1]) begin
			for (int i = 0; i < 4; i++) seven_value[i] = 4'd0;
		end else begin
			for (int i = 0; i < 4; i++) seven_value[i] = n_seven_value[i];
		end
	end
	always_comb begin
		n_seven_value[0] = random_value[0];
		for (int i = 1; i < 4; i++) begin
			if(~top_idle[i])n_seven_value[i] = random_value[i];
			else if (keydown & top_idle[0]) n_seven_value[i] = seven_value[i-1];
			else n_seven_value[i] = seven_value[i];
		end
	end
endmodule
File: /design/flow/run.sh
#!/bin/bash
# OpenROAD 26Q1-2900-gdf79404cd8, Yosys 0.63+post, stock flow scripts
make -C /OpenROAD-flow-scripts/flow DESIGN_CONFIG=/design/flow/config.mk WORK_HOME=/design/flow/orfs finish
File: /design/flow/config.mk
export PLATFORM = sky130hd
export DESIGN_NAME = DE2_115
export DESIGN_NICKNAME = DE2_115
export VERILOG_FILES = /design/flow/design.v
export SDC_FILE = /design/flow/constraint.sdc
export NUM_CORES = 4
export LEC_CHECK = 1
export CORE_UTILIZATION = 40
File: /design/flow/constraint.sdc
current_design DE2_115

set clk_period 16.6
set clk_io_pct 0.2

create_clock -name clk0 -period $clk_period [get_ports {CLOCK_50}]

set non_clock_inputs [all_inputs -no_clocks]
set_input_delay [expr $clk_period * $clk_io_pct] -clock clk0 $non_clock_inputs
set_output_delay [expr $clk_period * $clk_io_pct] -clock clk0 [all_outputs]
==> results.py <==
# Flow results
metrics = {
    "outcome": {
        "status": "complete, no violations",
    },
    "clock_network": {
        "cts_buffers": 40,
        "cts_resized": 0,
        "cts-root-buf": "clkbuf_16",
        "cts_buffer_depth": 3,
        "cts.sinks": 306,
        "clk_pin_slew_worst_paths_ps": 60,
        "htreeDepth": 2,
        "ctsHoldBuffers": 0,
        "clkLatencyLatePin_ps": 590,
        "postCtsSetupBuffers": 0,
        "cts_tree": "done",
    },
    "cells_and_area": {
        "area_growth_syn_to_layout_pct": 5.14,
        "drive_above_1_share": 0.0453,
        "fin_area_um2": 50100,
        "mi_logic_area_um2": 34600,
        "regArea_um2": 7710,
        "fillers": 11500,
        "instances_no_fill": 7120,
    },
    "yosys": {
        "top_cells_by_area": "fa_1 (19%), ha_1 (15%), dfrtp_1 (14%)",
        "postSynthSeqShare": 0.162,
        "synth_top_flop_cell": "dfrtp_1",
        "top_area_frac": 0.190,
        "synth_warnings": 203,
        "ys_async_sr_fraction": 1.00,
        "top_cells_by_count": "inv_1 (1013), ha_1 (586), fa_1 (452)",
        "synthCells": 5616,
        "edf_count": 0,
        "syn-cell-area_um2": 47600,
        "ys_ff": 306,
        "synth_cell_types": 110,
        "top_cell": "inv_1",
        "largest_area_cell": "fa_1",
        "avgSynthCellArea_um2": 8.48,
        "ys_cells": 5616,
        "ys_area_um2": 47600,
    },
    "sta": {
        "fin_ws_ps": 6940,
        "slew_headroom": 0.414,
        "tightest_slew_ps": 872,
        "layout_min_cycle_time_ps": 9660,
        "untimed_endpoints": 141,
        "rsz0062_at_grt": "false",
        "max_freq_mhz": 104,
        "final_hold_viol_count": 0,
        "skew_ps": 27.7,
        "slew_viol_final": 0,
        "min_period_over_period": 0.582,
        "final-setup-viol-count": 0,
        "tns_ps": 0,
    },
    "worst_setup_path": {
        "cp_slowest_stage_delay_ps": 740,
        "path_max_fanout": 12,
        "cpMaxStageDelayCell": "nor4_4",
        "crit_type": "flop to flop",
        "cpMostUsedCell": "inv_1",
        "startpoint_type": "flop",
        "critPathCaptureType": "flop",
        "cp.arrival_ps": 10120,
        "worstPathRequired_ps": 17060,
    },
    "place": {
        "place.gp.congestion": 0.955,
        "dpl_cell_area_um2": 48800,
        "place_inst": 7049,
        "portBuffers": 47,
        "hpwl_um": 95100,
        "place_ws_ps": 7080,
    },
    "pwr": {
        "p_int_mw": 1.28,
        "power_switching_uw": 387,
        "p_sw_frac": 0.233,
        "peakVddDrop_mv": 0.0579,
        "power_density_nw_per_um2": 33.2,
        "seqPwrFrac": 0.456,
        "combPwrFrac": 0.019,
        "fin_total_pwr_mw": 1.66,
        "power.leakage_nw": 24.9,
        "power.share.clock": 0.525,
    },
    "job": {
        "warnings": 283,
        "cap_viol_max_count": 0,
    },
    "grt": {
        "grt_pass1_vias": 36500,
        "grt_max_degree": 59,
        "antenna_found_initial": 0,
        "gr-total-overflow": 0,
        "grt_pass1_wl_um": 196000,
        "track_usage": 0.208,
    },
    "routing": {
        "first_pass_iters": 7,
        "wl_per_cell_um": 16.5,
        "antenna_cells": 0,
        "drtAntennaViolNets": 0,
        "drt-initial-drc-count": 2118,
        "vias": 36400,
        "drc": 0,
        "wl_um": 117000,
        "vias_per_cell": 5.12,
    },
    "floorplan": {
        "die_y_um": 347,
        "ioPinCount": 480,
        "core_area_um2": 118000,
        "fp_util": 0.404,
        "rows": 126,
        "fp.dieW_um": 347,
        "die-area_um2": 121000,
    },
    "worst_hold_path": {
        "min_path_type": "flop to flop",
    },
}
## area by class of cell
class / instances / share of cell area
clock buffers: 57 / 0.0237
clock inverters: 14 / 0.00242
inverters: 1014 / 0.0760
multi-input cells: 4112 / 0.691
flip-flops and latches: 306 / 0.154
well taps: 1536 / 0.0384
repair buffers: 81 / 0.0146
## registers in the layout (all words and copies together) (netlist names), 16 cells and up
signal       count
top0.random     32
top1.random     32
top2.random     32
top3.random     32
top0.count      30
top1.count      30
top2.count      30
top3.count      30
seven_value     16
## cells by family (layout without fill, tap and decap cells)
logic type      count (synthesis)  after routing  synth area share
fa+ha+maj                    1038           1038             0.344
compound gates                709            709             0.100
mux                           109            109            0.0239
xor+xnor                      321            321            0.0592
flops                         306            306             0.162
buf+inv                      1400           1166             0.128
other cells                     2            204          0.000158
simple gates                 1731           1731             0.183
## placed cells by master (no fill, tap or decap), drive strengths merged, types with 132 or more instances in the layout
cell   Yosys  final
inv     1013   1016
o21ai    132    132
a21oi    195    195
fa       452    452
nor3     133    133
nand3    172    172
xor2     140    140
dfrtp    267    267
nand2    410    410
ha       586    586
xnor2    181    181
nor2     424    424
conb       2    204
## metrics by stage
step	utilization	hold WS, ps
floorplan	-	350
global placement	0.413	361
detailed placement	0.413	364
CTS	0.424	367
global route	0.424	389
finish	0.424	366
## power by group through the flow
| stage | Sequential (mW) | Combinational, mW | Clock [mW] |
|---|---|---|---|
| after global routing | 0.759 | 0.0412 | 0.931 |
| final | 0.758 | 0.0322 | 0.872 |
| after CTS | 0.758 | 0.0349 | 0.904 |
## critical path: cells and delay by family, from the launching register on
| kind | cells | cell delay, ps |
|---|---|---|
| buffers and inverters | 6 | 410 |
| AOI/OAI and AO/OA | 7 | 1670 |
| adders and majority gates | 8 | 3480 |
| muxes | 1 | 330 |
| and+or+nand+nor | 9 | 3030 |
| DFF | 1 | 620 |
## worst paths after layout
kind / startpoint / to / slack [ps] / cells past startpoint
worst max-delay path: top3.random[14] / top3.random[17] / 6940 / 31
min in group asynchronous: KEY[1] / top1.random[12] / 2660 / 1
worst min register to register: top0.show_num[2] / seven_value[0][2] / 370 / 0
worst min-delay path: top0.show_num[2] / seven_value[0][2] / 370 / 0
max in group asynchronous: KEY[1] / top0.random[21] / 12200 / 3
worst max register to register: top3.random[14] / top3.random[17] / 6940 / 31
## routing by layer
metal	routed length [um]	track usage	part of all wire
met3	6530	0.0399	0.056
met2	52900	0.324	0.45
met5	0	0	0
met4	2050	0.0303	0.017
met1	55700	0.317	0.48
Power is estimated from default activity; no workload was simulated.
